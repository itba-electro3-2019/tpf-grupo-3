File: design/flow/design.v
`timescale 1ns / 1ps
module VGAController(
	input clk,
	input altcolor,
	input altcolor2,
	input pixval,
	output reg hsync = 1'b1,
	output reg vsync = 1'b1,
	output reg [9:0] xpix = 10'd0,
	output reg [9:0] ypix = 10'd0 ,
	output reg [2:0] rgb = 3'd0,
	input altcolor3
);
wire ypix_enable;
always@(posedge clk) begin
	if (ypix_enable) begin
		if(ypix < 524)			 
			ypix <= ypix + 1;
		else ypix <= 0;			 
	end
end
assign ypix_enable = (xpix == 799);
always@(posedge clk) begin
	if(xpix < 799)				  
		xpix <= xpix + 1;
	else 
		xpix <= 0;				 
end
always @(posedge clk) begin
	if(xpix >= 0 && xpix < 640)
		hsync <= 1;
	else 
		if (xpix >= 640 && xpix < 656)
			hsync <= 1;
		else 
			if (xpix >= 656 && xpix < 752)
				hsync <= 0;
			else 
				if (xpix < 800)
					hsync <= 1;
end
always @(posedge clk) begin
	if(ypix <  480)
		vsync <= 1;
	else 
		if (ypix >= 480 && ypix < 490)
			vsync <= 1;
		else 
			if (ypix >= 490 && ypix < 492)
				vsync <= 0;
			else 
				if (ypix < 525)
					vsync <= 1;
end
always @(posedge clk) begin
	if(xpix < 640  && ypix < 480) begin
		rgb[2] <= altcolor3? (0):(altcolor?  0 : pixval);	 
		rgb[1] <= altcolor3? (1):(pixval? ( altcolor2? 1 : 0 ) : 1);			 
		rgb[0] <= altcolor3? (0):(pixval? 0 : 1);
	end
	else
		rgb <= 3'd0;  
end
endmodule
File: design/flow/constraint.sdc
current_design VGAController

set clk_period 3.5
set clk_io_pct 0.2

create_clock -name clk0 -period $clk_period [get_ports {clk}]

set non_clock_inputs [all_inputs -no_clocks]
set_input_delay [expr $clk_period * $clk_io_pct] -clock clk0 $non_clock_inputs
set_output_delay [expr $clk_period * $clk_io_pct] -clock clk0 [all_outputs]
File: design/flow/run.sh
#!/bin/bash
# OpenROAD 26Q1-2900-gdf79404cd8, Yosys 0.63+post, stock flow scripts
make -C /OpenROAD-flow-scripts/flow DESIGN_CONFIG=/design/flow/config.mk WORK_HOME=/design/flow/orfs finish
File: design/flow/config.mk
export PLATFORM = sky130hd
export DESIGN_NAME = VGAController
export DESIGN_NICKNAME = VGAController
export VERILOG_FILES = /design/flow/design.v
export SDC_FILE = /design/flow/constraint.sdc
export NUM_CORES = 4
export LEC_CHECK = 1
export CORE_AREA = 10 10 99 99
export DIE_AREA = 0 0 109 109
==> run summary <==
Ant diodes -> 0
Ao+oa area frac -> 14.90%
Number of I/O port buffers -> 29
Main logic family -> simple AND/OR/NAND/NOR gates
Setup Fix Bufs, Post-CTS -> 0
Max incr delay on CP -> 0.53 ns
Num CTS Buffers -> 3
Max_cap viols -> 0
Initial antenna violation count -> 0
Initial Utilization -> 15.54%
Final worst slack -> 1.484 ns
Synth mux share -> 0%
Final hold slack -> 0.5046 ns
Commonest Layout Cell -> clkdlybuf4s50_1
Vias per cell -> 3.992
Worst-path clk slew -> 0.10 ns
Post-synth cell types -> 31
Placer Congestion -> 0.8282
Congestion Overflow GR -> 0
Finished Core Util -> 21.58%
Cells after synthesis -> 126
Placement Setup Slack -> 1.791 ns
Final HPWL DP -> 2270 um
Final Hold Violating Endpoints -> 0
Gr usage total -> 4.954%
Cycle use final -> 57.60%
Hold Crit Class -> flip-flop to flip-flop
Drt drc -> 0
Tmin final -> 2.016 ns
Vias in the first global route -> 951
Area growth, synth to finish -> 38.85%
Sequential share of power -> 62.0%
CP endpoint kind -> primary output
Max Clk Rate -> 0.4960 GHz
Setup repair after global routing missed its margin -> no
DRT iter0 DRCs -> 29
Pre-antenna DRT Iters -> 6
CTS Buffer Depth -> 2
WP data required -> 2.80 ns
Worst path bufs/invs -> 1
Gate power share -> 1.8%
Family with the most delay on the worst path -> buffers and inverters
# IOs -> 30
Leak -> 0.5648 nW
Row Count -> 32
Clk latency of the worst-skew pair -> 0.27 ns
Vias -> 1042
Maximum VDD drop -> 0.0001172 V
CTS tree -> yes
Global-route wire length before repair -> 4816 um
Die Width -> 109 um
Pint -> 0.0003882 W
Fill cell count -> 844
Post-cts hold buffer count -> 0
Yosys stat cell total -> 126
Seq share, synth -> 50.00%
Worst-path fanout max -> 8
Crit Path Class -> flip-flop to primary output
Final setup viols -> 0
Result of the run -> complete, no violations
Crit path cell chain -> clkdlybuf4s50_1
Startpoint Class -> flip-flop
Pwr dens -> 292.1 nW/um2
Yosys chip area -> 1201 um2
Share of layout cells above drive strength 1 -> 6.918%
Async SR Flop Fraction -> 0%
Routed Antenna Nets -> 0
H-tree levels -> 1
Adder-Cell Fraction of Synth Area -> 4.167%
Wirelength, routed -> 2952 um
Combinational Area -> 554.3 um2
Layout Skew -> 0.01222 ns
Root buffer cell -> clkbuf_8
Die Y -> 109 um
Sequential cell area -> 600.6 um2
Sw frac -> 20.30%
YS warnings -> 1
Synthesized area per cell -> 9.533 um2
Max transition margin -> 53.24%
Tool warnings -> 28
Fin. max-slew vios -> 0
Dominant flop cell -> dfxtp_1
Die area -> 11880 um2
CTS resizes -> 0
Final setup TNS -> 0 ns
Clk pwr share -> 36.2%
NetSw -> 0.00009889 W
Registers, synthesis -> 25
EDFF count, synth -> 10
Slowest CP cell -> clkdlybuf4s50_1
WP data arrival -> 1.32 ns
And+or+nand+nor area frac -> 23.44%
CORE AREA -> 7727 um2
Largest net degree at the start of global routing -> 15
WL per Instance -> 11.31 um
Yosys xor share -> 3.646%
Mapped cell area -> 1201 um2
Clock sink total -> 25
Worst-margin pin slew -> 0.6982 ns
Top Layout Cells -> clkdlybuf4s50_1, dfxtp_1, inv_1, a21oi_1, edfxtp_1
routing by layer:
layer	track usage (%)	share of wire [%]	vias up
li1	-	-	525
met1	6.629	46	491
met3	1.971	8.1	2
met4	0.3766	0.47	0
met2	7.755	45	24
met5	0	0	-
cell usage after synthesis, types with 2 or more instances:
library cell   n  area share (%)
nand3_1        6             2.5
or3_1          8             4.2
nor2_1         8             2.5
a21oi_1       11             4.6
inv_1         11             3.4
ha_1           4             4.2
nor3_1         6             2.5
a31oi_1        2             1.0
xnor2_1        3             2.2
edfxtp_1      10              25
xor2_1         2             1.5
nor2b_1        2             1.0
o21ai_0        9             3.7
nand4_1        7             3.6
nand2b_1       2             1.0
nand2_1        6             1.9
dfxtp_1       15              25
area by class of cell:
class,count,share of cell area (%)
flip-flops and latches,25,36.01
clock buffers,3,2.476
inverters,11,2.476
clock inverters,1,0.3001
repair buffers,30,17.85
well taps,102,7.652
multi-input cells,89,33.23
through the flow:
stage,instance area [um2],std cells,total power (W)
floorplan,1201,126,0.0003096
detailed placement,1622,257,0.0003177
CTS,1668,261,0.0004993
finish,1668,261,0.0004871
global route,1668,261,0.0005084
global placement,1622,257,0.0003176
registers in the layout, summed over array words and instances (netlist names):
signal / count
xpix: 10
hsync: 1
ypix: 10
vsync: 1
rgb: 3
worst paths after layout:
| check | slack (ns) | cells after the start | endpoint | from |
|---|---|---|---|---|
| worst max-delay path | 1.48 | 1 | ypix[2] | ypix[2] |
| worst min-delay path | 0.50 | 1 | xpix[0] | xpix[0] |
| worst max register to register | 1.81 | 3 | ypix[5] | ypix[4] |
| worst min register to register | 0.50 | 1 | xpix[0] | xpix[0] |
power groups by stage:
stage / clock (W) / combinational, W / sequential, W
after CTS: 0.000188 / 0.00000915 / 0.000302
after global routing: 0.000197 / 0.00000960 / 0.000302
final: 0.000176 / 0.00000890 / 0.000302
kinds of logic after synthesis:
group / Yosys count
and+or+nand+nor: 50
AOI/OAI and AO/OA: 30
DFF: 25
buffers and inverters: 12
adders and majority gates: 4
xor gates and xnor gates: 5
Power figures rest on the tool's default switching activity, not on a simulated workload.
