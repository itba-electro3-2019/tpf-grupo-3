===== ./design.v =====
module CollisionController(
		input clk,
		input game_en,
		input rst_n,
		input A_up,
		input A_down,
		input B_up,
		input B_down,
		input gmv,
		output reg [9:0] y_padA,
		output reg [9:0] x_padA,
		output reg [9:0] y_padB,
		output reg [9:0] x_padB,
		output reg [9:0] x_ball,
		output reg [9:0] y_ball,
		output reg [2:0] scrA,
		output reg [2:0] scrB,
		output reg wall_col,
		output reg pad_col,
		output lossA,
		output lossB,
		output reg [2:0] Astatus,
		output reg [2:0] Bstatus,
		output reg [7:0] padA_h,
		output reg [7:0] padB_h,
		input [8:0] rand_pos,
		input [1:0] rand_type,
		output reg power_en,
		output powerA,
		output powerB,
		output reg [8:0] power_pos_y,
		output reg [9:0] power_pos_x,
		output affectedA,
		output affectedB,
		output affectpowerup,
		output flickpadA,
		output flickpadB
);
reg x_ball_dir;	
reg y_ball_dir;
reg [2:0] x_l_ball_vel;
reg [2:0] x_r_ball_vel;
reg [2:0] y_padA_vel;
reg [2:0] y_padB_vel;
reg [14:0] powercount;
reg [11:0] poweroffcount;
reg power_spawn;
reg [2:0] power_type;
reg power_dir;
reg [4:0] buzzcount;
localparam X_GMV_LEFT1 = 0;
localparam X_GMV_LEFT2 = 320;
localparam X_GMV_RIGHT1 = 320;
localparam X_GMV_RIGHT2 = 640;
localparam Y_GMV_TOP = 0;
localparam Y_GMV_BOT = 480;
localparam Y_FLOOR = 475;
localparam Y_CEIL = 5;
localparam X_LWALL = 5;
localparam X_RWALL = 635;
localparam BALL_H = 10;
localparam BALL_W = 10;
localparam PAD_H = 100;
localparam ALT_PAD_H = 150;
localparam ALT2_PAD_H = 60;
localparam PAD_W = 12;
localparam Y_BALL_VEL = 2;
localparam X_BALL_VEL = 2;
localparam ALT_X_BALL_VEL = 3;
localparam Y_PAD_VEL = 2;
localparam ALT_Y_PAD_VEL = 4;
localparam X_PAD_VEL = 2;
localparam X_BALL_DEF = 315;
localparam Y_BALL_DEF = 235;
localparam X_PADA_DEF = 20;
localparam X_PADB_DEF = 610;
localparam Y_PAD_DEF = 200;
localparam BALL_DIR_DEF = 1;
localparam DEF_SCR = 0;
localparam LEFT = 0;
localparam UP = 0;
localparam DOWN = 1;
localparam RIGHT = 1;
localparam NORMAL = 0;
localparam LONG_PAD = 1;
localparam QUICK_PAD = 2;
localparam QUICK_BALL = 3;
localparam SMALL_PAD = 4;
localparam INVERTED_PAD = 5;
localparam FLICK_PAD = 6;
localparam POWER_UP_H = 17;
localparam POWER_UP_W = 17;
localparam PADBUZZ = 3;
localparam WALLBUZZ = 6;
localparam POWER_OFF_COUNT = 1300;
localparam POWER_SPAWN_COUNT = 2000;
assign lossA = (scrA == 7 ?  1 : 0);
assign lossB = (scrB == 7 ?  1 : 0);
assign powerA = ~(Astatus == NORMAL);
assign powerB = ~(Bstatus == NORMAL);
assign affectedA = (Astatus == INVERTED_PAD || Astatus == SMALL_PAD || Astatus == QUICK_PAD);
assign affectedB = (Bstatus == INVERTED_PAD || Bstatus == SMALL_PAD || Bstatus == QUICK_PAD);
assign affectpowerup = (power_en && ((power_type == INVERTED_PAD) || (power_type == SMALL_PAD || power_type == QUICK_PAD || power_type == FLICK_PAD)));
assign flickpadA = (Astatus == FLICK_PAD);
assign flickpadB = (Bstatus == FLICK_PAD);
always @(posedge clk) begin
	if(game_en) begin
		if(~rst_n) begin
			y_ball <= Y_BALL_DEF;
			x_ball <= X_BALL_DEF;
			x_ball_dir <= BALL_DIR_DEF;
			y_ball_dir <= BALL_DIR_DEF;
			x_l_ball_vel <= X_BALL_VEL;
			x_r_ball_vel <= Y_BALL_VEL;
			y_padA <= Y_PAD_DEF;
			x_padA <= X_PADA_DEF;
			y_padB <= Y_PAD_DEF;
			x_padB <= X_PADB_DEF;
			y_padA_vel <= Y_PAD_VEL;
			y_padB_vel <= Y_PAD_VEL;
			padA_h <= PAD_H;
			padB_h <= PAD_H;
			Astatus <= NORMAL;
			Bstatus <= NORMAL;
			power_type <= 2'd1;
			powercount <= 15'd0;
			poweroffcount <= 12'd0;
			power_spawn <= 1'b0;
			power_en <= 1'b0;
			power_pos_x <= 10'd320;
			if(gmv) begin
				scrA <= DEF_SCR;
				scrB <= DEF_SCR;
				wall_col <= 1'b0;
				pad_col <= 1'b0;
			end
		end
		else begin
			if(pad_col || wall_col) begin
				buzzcount <= buzzcount + 5'd1;
			end
			if(pad_col && buzzcount >= PADBUZZ) begin
				buzzcount <= 5'd0;
				pad_col <= 1'b0;
			end
			if(wall_col && buzzcount >= WALLBUZZ) begin
				buzzcount <= 5'd0;
				wall_col <= 1'b0;
			end
			if(x_ball_dir == LEFT) begin
				if ((x_ball < x_padA + PAD_W) && (x_ball > x_padA) && (y_ball>y_padA) && 
					((y_ball + BALL_H) < (y_padA + padA_h))) begin
					x_ball_dir <= 1'b1;
					pad_col <= 1'b1;
					buzzcount <= 5'd0;
				end
			end
			else begin
				if((x_ball > x_padB) && (x_ball < x_padB+PAD_W) && ((y_ball>y_padB ) && 
				   ((y_ball + BALL_H) < (y_padB + padB_h) ))) begin
					x_ball_dir <= 1'b0;
					pad_col <= 1'b1;
					buzzcount <= 5'd0;
				end	
			end
			if (x_ball_dir == LEFT) begin
				if((x_ball < X_LWALL)) begin
					x_ball <= X_BALL_DEF;
					y_ball <= Y_BALL_DEF;
					wall_col <= 1'b1;
					buzzcount <= 5'd0;
					scrA <= scrA + 4'b0001;
				end
				else
					x_ball <= (x_ball - x_l_ball_vel);
			end		
			else begin
				if(((x_ball + BALL_W) > X_RWALL)) begin
					x_ball <= X_BALL_DEF;
					y_ball <= Y_BALL_DEF;
					wall_col <= 1'b1;
					buzzcount <= 5'd0;
					scrB <= scrB + 4'b0001;
				end
				else
					x_ball <= (x_ball + x_r_ball_vel);
			end
			if(y_ball_dir == UP) begin
				if ((y_ball < Y_CEIL))
					y_ball_dir <= DOWN;
				else
					y_ball <= y_ball - Y_BALL_VEL;
			end
			else begin
				if (((y_ball+ BALL_H)) > Y_FLOOR)
					y_ball_dir <= UP;
				else
					y_ball <= y_ball + Y_BALL_VEL;
			end
			if(Astatus != NORMAL) begin
				if(poweroffcount < POWER_OFF_COUNT) begin
					poweroffcount <= poweroffcount + 12'd1;
				end
				else begin
					poweroffcount <= 12'd0;
					Astatus <= NORMAL;
				end
			end
			if(A_up) begin										 
				if(Astatus == INVERTED_PAD) begin
					if (y_padA + padA_h < Y_FLOOR)
						y_padA <= y_padA + y_padA_vel;
				end
				else begin
					if (y_padA > Y_CEIL)
						y_padA <= y_padA - y_padA_vel;	
				end
			end
			else if(A_down) begin									 
				if(Astatus == INVERTED_PAD) begin
					if (y_padA > Y_CEIL)
						y_padA <= y_padA - y_padA_vel;
				end
				else begin
					if (y_padA + padA_h < Y_FLOOR)
						y_padA <= y_padA + y_padA_vel;
				end
			end
			if(Astatus == LONG_PAD) begin
				padA_h = ALT_PAD_H;
			end
			else if(Astatus == QUICK_PAD) begin
				y_padA_vel = ALT_Y_PAD_VEL;
			end
			else if(Astatus == QUICK_BALL) begin
				x_r_ball_vel = ALT_X_BALL_VEL;
			end
			else if(Astatus == SMALL_PAD) begin
				padA_h = ALT2_PAD_H;
			end
			else if (Astatus == NORMAL) begin
				padA_h = PAD_H;
				y_padA_vel = Y_PAD_VEL;
				x_r_ball_vel = X_BALL_VEL;
			end
			if(Bstatus != NORMAL) begin
				if(poweroffcount < POWER_OFF_COUNT) begin
					poweroffcount <= poweroffcount + 12'd1;
				end
				else begin
					poweroffcount <= 12'd0;
					Bstatus <= NORMAL;
				end
			end
			if(B_up) begin										 
				if(Bstatus == INVERTED_PAD) begin
					if (y_padB + padB_h < Y_FLOOR)
						y_padB <= y_padB + y_padB_vel;
				end
				else begin
					if (y_padB > Y_CEIL)
						y_padB <= y_padB - y_padB_vel;	
				end
			end
			else if(B_down) begin									 
				if(Bstatus == INVERTED_PAD) begin
					if (y_padB > Y_CEIL)
						y_padB <= y_padB - y_padB_vel;
				end
				else begin
					if (y_padB + padB_h < Y_FLOOR)
						y_padB <= y_padB + y_padB_vel;
				end
			end
			if(Bstatus == LONG_PAD) begin
				padB_h = ALT_PAD_H;
			end
			else if(Bstatus == QUICK_PAD) begin
				y_padB_vel = ALT_Y_PAD_VEL;
			end
			else if(Bstatus == QUICK_BALL) begin
				x_l_ball_vel = ALT_X_BALL_VEL;
			end
			else if(Bstatus == SMALL_PAD) begin
				padB_h = ALT2_PAD_H;
			end
			else if (Bstatus == NORMAL) begin
				padB_h = PAD_H;
				y_padB_vel = Y_PAD_VEL;
				x_l_ball_vel = X_BALL_VEL;
			end
			if(powercount < POWER_SPAWN_COUNT) begin
				powercount <= powercount + 15'd1;
				power_spawn <= 1'b0;
			end
			else if (powercount >= POWER_SPAWN_COUNT) begin
				powercount <= 15'd0;
				power_spawn <= 1'b1;
				power_pos_x <= 320;
			end
			if(power_spawn) begin
				power_spawn <= 1'b0;
				power_en <= 1'b1;
				if(power_type == 6) begin
					power_type <= 2'd1;
				end
				else begin
					power_type <= power_type + 2'd1;
				end
				power_dir <= power_dir + 1'b1;
			end
			if(power_en) begin
				if ((power_pos_x < X_LWALL) || (power_pos_x + POWER_UP_W > X_RWALL) || (power_pos_y + POWER_UP_H > Y_FLOOR) ||					
					(power_pos_y < Y_CEIL)) begin
					power_en <= 1'b0;
					poweroffcount <= 12'd0;
					power_pos_x <= 320;
					power_pos_y <= 240;
				end
				else if ((power_pos_x < x_padA + PAD_W) && (power_pos_x > x_padA) && (power_pos_y>y_padA) && 
					((power_pos_y + POWER_UP_H) < (y_padA + padA_h))) begin
					if(power_type == INVERTED_PAD || power_type == SMALL_PAD || power_type == QUICK_PAD || power_type == FLICK_PAD)
						Bstatus <= power_type;
					else
						Astatus <= power_type;
					power_en <= 1'b0;
					power_pos_x <= 320;
					power_pos_y <= 240;
					poweroffcount <= 12'd0;
				end
				else if((power_pos_x + POWER_UP_W> x_padB) && (power_pos_x < x_padB+PAD_W) && ((power_pos_y>y_padB ) && 
				   ((power_pos_y + POWER_UP_H) < (y_padB + padB_h) ))) begin
					if(power_type == INVERTED_PAD || power_type == SMALL_PAD || power_type == QUICK_PAD || power_type == FLICK_PAD)
						Astatus <= power_type;
					else
						Bstatus <= power_type;
					power_en <= 1'b0;
					power_pos_x <= 320;
					power_pos_y <= 240;
					poweroffcount <= 12'd0;
				end
				else begin
					if(power_dir)
						power_pos_x <= power_pos_x + 1;
					else
						power_pos_x <= power_pos_x - 1;
				end
			end
		end
	end
end
endmodule

===== ./run.sh =====
#!/bin/bash
# OpenROAD 26Q1-2900-gdf79404cd8, Yosys 0.63+post, stock flow scripts
make -C /OpenROAD-flow-scripts/flow DESIGN_CONFIG=/design/flow/config.mk WORK_HOME=/design/flow/orfs finish

===== ./config.mk =====
export PLATFORM = sky130hd
export DESIGN_NAME = CollisionController
export DESIGN_NICKNAME = CollisionController
export VERILOG_FILES = /design/flow/design.v
export SDC_FILE = /design/flow/constraint.sdc
export NUM_CORES = 4
export LEC_CHECK = 1
export CORE_UTILIZATION = 50

===== ./constraint.sdc =====
current_design CollisionController

set clk_period 7.5
set clk_io_pct 0.2

create_clock -name clk0 -period $clk_period [get_ports {clk}]

set non_clock_inputs [all_inputs -no_clocks]
set_input_delay [expr $clk_period * $clk_io_pct] -clock clk0 $non_clock_inputs
set_output_delay [expr $clk_period * $clk_io_pct] -clock clk0 [all_outputs]

==> notes.md <==
Physical implementation.

- The run finished with clean final reports.
- The via count of the first global-routing pass was 8625.
- The remaining global-route overflow is 0.
- The maximum buffer depth of the clock tree is 2.
- The worst-case max-slew headroom was logged as 44.52%.
- The clock slew seen by the registers of the worst setup and hold paths is 0.06 ns.
- The residual DRC count is 0.
- The part of the Yosys area used for sequential elements is 33.33%.
- The synthesis area per yosys is 11170 sq um.
- Setup violations remaining at the end of the flow were counted as 0.
- The initial standard-cell utilization of the core is between 50% and 60%.
- The path class of the tightest hold or removal check is flip-flop to flip-flop.
- The final setup skew is just over 0.009 ns.
- The floorplan die width is around 150 um.
- The routed via count is just over 9000.
- Synthesis produced a netlist whose cell count is 1241.
- After floorplanning, the core was sized to cover 21890 sq um.
- The worst setup path is launched from a flip-flop.
- The critical path endpoint has a required time of roughly 7.7 ns.
- The growth of design area from synthesis to finish is 14.40%.
- The remaining antenna violation count is 0.
- After legalization and detailed placement, the total HPWL measured 20.03 mm.
- The kind of capture point of the worst setup path is a flip-flop.
- The count of port buffers added during placement is approximately 95.
- The number of antenna violations at the first check in global routing is 0.
- The average wire per standard cell is 17.58 um.
- The number of buffers inserted to repair setup after CTS is 0.
- The largest incremental delay on the critical path is 0.76 ns.
- Counting the fill cells in the layout gives between 1500 and 2000.
- The row count is 54.
- The utilization of the core after routing is 58.38%.
- The final worst setup slack is 3.019 ns.
- The number of clock buffers added by TritonCTS is 17.
- According to the floorplan report, the die height is 151.5 um.
- The pre-CTS setup check shows a worst slack of 3.006 ns.
- The register area is 3724 sq um.
- The number of storage elements in the synthesis netlist is around 120.
- The worst path needs 4.481 ns of the cycle, external delays included.
- The data arrival time reported for the critical path is 4.65 ns.
- For this design, Yosys synthesis ends with a cell count of 1241.
- The worst VDD IR drop from the latest analysis is 0.1444 mV.
- Entering global routing, the biggest net connects about 50 pins.
- The wire length of the first global-routing pass is 45.50 mm.
- As reported, the later end of the worst-skew pair has a clock insertion delay of 0.42 ns.
- The final clock period utilization by the worst path is 59.75%.
- For this design the top-level I/O count stands at 138.
- After layout, the design draws a total of 2.300 mW.
- The OpenROAD warning count is 52.
- The slew at the pin closest to its max-slew limit is a little over 0.8 ns.
- The count of antenna diodes in the layout is 0.
- In the routed layout, each cell is associated on average with a via count of 5.827.
- Per the synth stats, the proportion of register bits with asynchronous set or reset is 0%.
- The chip occupies 22940 sq um.
- Per the gpl log, the routability congestion estimate is between 0.9 and 1.
- The detailed router reported a total wirelength of 28.22 mm.
- The average size of a mapped cell is 9.001 sq um.
- The number of buffers inserted by hold repair at cts is 0.
- The design area is approximately 13000 sq um.
- Cells with a size suffix above 1 make up 6.189% of the layout.
- The number of distinct library cells after synthesis is 88.
- The final count of pins violating max slew is 0.
- The cell area after synthesis is 11170 sq um.
- Based on the critical path, the design can be clocked at up to 0.2232 GHz.
- The number of DRC markers in iteration 0 is 517.
- Global routing used 26.73% of the available tracks.
- The leakage power in the latest report is 4.964 nW.
- The number of hold-slack violations in the final timing report is 0.
- Per the summary, power density relative to cell area is 179.9 nW/um^2.
- The clock drives 124 sinks.
- The critical path class is flip-flop to flip-flop.
- The post-CTS resize count is 0.
- The cell type of the slowest stage on the worst timing path is a2111oi_0.
- The cell sequence reported for the critical path is ha_1 > fa_1 > a211oi_2 > or2_1 > a21oi_1 > nand2_1 > xnor2_1 > ha_1 > a2111oi_0 > nand4_1 > a2111oi_0 > a2111o_1 > nor2_1.
- Per the CTS log, the maximum H-tree level is 4.
- Setup repair after global routing left no endpoint under its margin.
- The flip-flop cell with the highest count after synthesis is edfxtp_1.
- The synthesized design contains between 100 and 150 enable-type register cells.
- Along the worst path, the maximum fanout reaches 7.
- Summed over all failing endpoints, the final setup total negative slack is 0 ns.
- The synthesis warning total is 1.
- The multi-input combinational cells in the finished layout cover a total of about 6800 sq um.
- The number of maximum-capacitance constraint violations is 0.
- The placed standard-cell area is 12190 sq um.
- CTS placed an instance of clkbuf_16 at the clock tree root.
- The first TritonRoute pass finished after 7 iterations.
- The clock tree from TritonCTS is yes.
[layer usage]
metal  share of wire [%]  global-route usage (%)  up-vias
met5                   0                       0        -
met4                 1.9                   4.950        0
met3                 5.1                   4.733       36
met2                  44                   39.95      257
met1                  49                   42.72     4382
li1                    -                       -     4678
[per-stage QoR]
step	instances	hold WS, ns
6_report	1605	0.5659
5_1_grt	1605	0.6279
4_1_cts	1605	0.5680
3_5_place_dp	1573	0.5539
3_3_place_gp	1573	0.5562
2_1_floorplan	1274	0.5283
[cell families after synthesis]
kind of cell / after synthesis / share of synthesized area, %
simple gates: 465 / 21.12
other cells: 2 / 0.06723
fa+ha+maj: 117 / 13.71
flops: 124 / 33.33
compound gates: 284 / 17.94
buf+inv: 161 / 6.698
mux: 16 / 1.479
xor+xnor: 72 / 5.645
[Yosys cell counts (all sizes together) (12+ instances only)]
cell type / number / area [sq um]
a211oi: 19 / 152.6
a21o: 27 / 202.7
a21oi: 49 / 249.0
a31oi: 14 / 93.84
and2: 19 / 118.9
and3: 17 / 106.4
buf: 41 / 297.8
clkbuf: 43 / 161.4
edfxtp: 124 / 3724
ha: 108 / 1351
inv: 76 / 285.3
mux2i: 12 / 120.1
nand2: 91 / 341.6
nand2b: 18 / 112.6
nand3: 48 / 240.2
nand4: 24 / 150.1
nor2: 135 / 531.8
nor3: 30 / 155.1
o21ai: 52 / 264.0
or2: 13 / 81.33
or3: 13 / 81.33
xnor2: 41 / 359.1
xor2: 31 / 271.5
[area by class of cell]
type | count | area share (%)
clock buffer | 17 | 3.329
clock inverter | 15 | 1.253
inverter | 77 | 2.262
multi-input combinational | 989 | 53.43
sequential | 124 | 29.14
tap | 280 | 2.741
timing repair buffer | 103 | 7.852
[sequential cells by signal, indices dropped and copies added (netlist names), 5 cells and up]
register,count
buzzcount,5
padA_h,8
padB_h,8
power_pos_x,10
powercount,15
poweroffcount,12
x_ball,10
y_ball,10
y_padA,9
y_padB,9
[critical path: cells and delay by family, from the launching register on]
family          cells  cell delay, ns
compound gates      5            1.97
simple gates        4            0.63
flops               1            0.57
xor+xnor            1            0.10
fa+ha+maj           3            0.96
[worst paths after layout]
kind                         end  slack [ns]  cells after the start           start
hold reg to reg   powercount[10]        0.57                      2  powercount[10]
setup / recovery    buzzcount[2]        3.02                     13       y_padB[1]
hold / removal    powercount[10]        0.57                      2  powercount[10]
setup reg to reg    buzzcount[2]        3.02                     13       y_padB[1]
[power breakdown]
part / total [mW] / switching (mW) / internal [mW]
Sequential: 0.897 / 0.0828 / 0.814
Combinational: 0.568 / 0.305 / 0.263
Clock: 0.834 / 0.341 / 0.494
Total: 2.30 / 0.729 / 1.57
[layout by cell type, fill, tap and decap left out, types with 18 or more instances in the layout]
| master | n |
|---|---|
| nand2_1 | 91 |
| nand2b_1 | 18 |
| nor3_1 | 29 |
| o21ai_0 | 49 |
| conb_1 | 35 |
| ha_1 | 108 |
| nand3_1 | 48 |
| inv_1 | 75 |
| xor2_1 | 31 |
| edfxtp_1 | 124 |
| a21o_1 | 27 |
| a21oi_1 | 48 |
| and2_1 | 19 |
| nor2_1 | 125 |
| clkdlybuf4s50_1 | 93 |
| xnor2_1 | 41 |
| nand4_1 | 24 |
No activity file was given, so power comes from the tool's default toggle rates.
